<file path="design/flow/run.sh">
#!/bin/bash
# OpenROAD 26Q1-2900-gdf79404cd8, Yosys 0.63+post, stock flow scripts
make -C /OpenROAD-flow-scripts/flow DESIGN_CONFIG=/design/flow/config.mk WORK_HOME=/design/flow/orfs finish
</file>
<file path="design/flow/config.mk">
export PLATFORM = sky130hd
export DESIGN_NAME = axi_sram
export DESIGN_NICKNAME = axi_sram
export VERILOG_FILES = /design/flow/design.v
export SDC_FILE = /design/flow/constraint.sdc
export NUM_CORES = 4
export LEC_CHECK = 1
export CORE_UTILIZATION = 30
export SYNTH_HDL_FRONTEND = slang
</file>
<file path="design/flow/constraint.sdc">
current_design axi_sram

set clk_period 15.9
set clk_io_pct 0.2

create_clock -name clk0 -period $clk_period [get_ports {ACLK}]

set non_clock_inputs [all_inputs -no_clocks]
set_input_delay [expr $clk_period * $clk_io_pct] -clock clk0 $non_clock_inputs
set_output_delay [expr $clk_period * $clk_io_pct] -clock clk0 [all_outputs]
</file>
<file path="design/flow/design.v">
module axi_sram (
    ACLK,
    ARESETn,
    AWID,
    AWADDR,
    AWLEN,
    AWSIZE,
    AWBURST,
    AWCACHE,
    AWPROT,
    AWQOS,  
    AWREGION,  
    AWUSER,  
    AWVALID,
    AWREADY,
    WID,
    WDATA,
    WSTRB,
    WLAST,
    WUSER,
    WVALID,
    WREADY,
    BID,
    BRESP,
    BUSER,
    BVALID,
    BREADY,
    ARID,
    ARADDR,
    ARLEN,
    ARSIZE,
    ARBURST,
    ARLOCK,
    ARCACHE,
    ARPROT,
    ARQOS,
    ARREGION,
    ARUSER,
    ARVALID,
    ARREADY,
    RID,
    RDATA,
    RRESP,
    RLAST,
    RUSER,
    RVALID,
    RREADY
);
parameter START_ADDR = 'b0;  
parameter ADDR_RANGE = 'hFFF + 1;  
parameter AxID_WIDTH = 3;
parameter AxADDR_WIDTH = 32;
parameter AxLEN_WIDTH = 8;
parameter AxSIZE_WIDTH = 3;
parameter AxBURST_WIDTH = 2;
parameter AxCACHE_WIDTH = 4;
parameter AxPROT_WIDTH = 3;
parameter AxQOS_WIDTH = 4;  
parameter AxREGION_WIDTH = 4;  
parameter USER_WIDTH = 2;  
parameter BEAT_WIDTH = 8;  
parameter DATA_WIDTH = BEAT_WIDTH*128;  
parameter RESP_WIDTH = 2;
input wire ACLK,ARESETn;
input wire [AxID_WIDTH - 1 : 0] AWID;  
input wire [AxADDR_WIDTH - 1 : 0] AWADDR;  
input wire [AxLEN_WIDTH - 1 : 0] AWLEN;  
input wire [AxSIZE_WIDTH - 1 : 0] AWSIZE;  
input wire [AxBURST_WIDTH - 1 : 0] AWBURST;  
input wire [AxCACHE_WIDTH - 1 : 0] AWCACHE;
input wire [AxPROT_WIDTH - 1 : 0] AWPROT;
input wire [AxQOS_WIDTH - 1 : 0] AWQOS;  
input wire [AxREGION_WIDTH - 1 : 0] AWREGION;  
input wire [USER_WIDTH - 1 : 0] AWUSER;  
input wire AWVALID;
output reg AWREADY;
input wire [AxID_WIDTH - 1 : 0] WID;  
input wire [BEAT_WIDTH - 1 : 0] WDATA;
input wire WSTRB;
input wire WLAST;
input wire [USER_WIDTH - 1 : 0] WUSER;
input wire WVALID;
output reg WREADY;
output reg [AxID_WIDTH - 1 : 0] BID;
output reg [RESP_WIDTH - 1 : 0] BRESP;
output reg [USER_WIDTH - 1 : 0] BUSER;  
output reg BVALID;
input wire BREADY;
input wire [AxID_WIDTH - 1 : 0] ARID;
input wire [AxADDR_WIDTH - 1 : 0] ARADDR;
input wire [AxLEN_WIDTH - 1 : 0] ARLEN;
input wire [AxSIZE_WIDTH - 1 : 0] ARSIZE;
input wire [AxBURST_WIDTH - 1 : 0] ARBURST;
input wire ARLOCK;
input wire [AxCACHE_WIDTH - 1 : 0] ARCACHE;
input wire [AxPROT_WIDTH - 1 : 0] ARPROT;
input wire [AxQOS_WIDTH - 1 : 0] ARQOS;  
input wire [AxREGION_WIDTH - 1 : 0] ARREGION;  
input wire [USER_WIDTH - 1 : 0] ARUSER;  
input wire ARVALID;
output reg ARREADY;
output reg [AxID_WIDTH - 1 : 0] RID;
output reg [BEAT_WIDTH - 1 : 0] RDATA;
output reg [RESP_WIDTH - 1 : 0] RRESP;
output reg RLAST;
output reg [USER_WIDTH - 1 : 0] RUSER;  
output reg RVALID;
input wire RREADY;
localparam [AxBURST_WIDTH - 1:0]
FIXED  = 2'b00,
INCR = 2'b01,
WRAP = 2'b10;
localparam [RESP_WIDTH - 1:0]
OKAY = 2'b00,
EXOKAY = 2'b01,
SLVERR = 2'b10,
DECERR = 2'b11;
localparam [1:0]
IDLE = 2'b00,
W_DATA = 2'b01,
W_DATA_LAST = 2'b10,
R_DATA = 2'b11;
reg [1:0] state_current;
reg [1:0] state_next;
always @(posedge ACLK or negedge ARESETn) 
    if(~ARESETn) begin
        state_current <= IDLE;
    end else
        state_current <= state_next;
always @(*) begin
    case (state_current)
        IDLE : begin
                if(AWVALID && AWREADY)
                    state_next = W_DATA;
                else if(ARVALID & ARREADY)
                    state_next = R_DATA;
                else
                    state_next = IDLE;
                end
        W_DATA : begin
                    if(WVALID && WREADY)
                        if(counter == AxLEN - 1) begin
                            state_next = W_DATA_LAST;
                        end
                        else
                            state_next = W_DATA;
                    else
                        state_next = W_DATA;
                end
        W_DATA_LAST : begin
                        if(BVALID && BREADY)
                            state_next = IDLE;
                        else
                            state_next = W_DATA_LAST;
                    end
        default : begin                    
                    if(RVALID && RREADY)
                        if(counter == AxLEN - 1) begin
                            state_next = IDLE;
                            RLAST = 'b1;
                        end
                        else
                            state_next = R_DATA;
                    else
                        state_next = R_DATA;
                end
    endcase
end
reg [AxID_WIDTH - 1 : 0] AxID;
reg [AxADDR_WIDTH - 1 : 0] AxADDR;  
reg [AxLEN_WIDTH - 1 : 0] AxLEN;  
reg [AxSIZE_WIDTH - 1 : 0] AxSIZE;  
reg [AxBURST_WIDTH - 1 : 0] AxBURST;  
reg s0_cs,s0_we;
reg [AxADDR_WIDTH - 1 : 0] s0_ADDR;
reg [BEAT_WIDTH - 1 : 0] s0_din;
wire [BEAT_WIDTH - 1 : 0] s0_dout;
reg [AxLEN_WIDTH - 1 : 0] counter;  
reg [RESP_WIDTH - 1 : 0] resp;
always @(posedge ACLK or negedge ARESETn) begin
    if(~ARESETn) begin
        AxID <= 'b0;
        AxADDR <= 'b0;
        AxLEN <= 'b0;
        AxSIZE <= 'b0;
        AxBURST <= 'b0;
        AWREADY <= 1'b0;
        WREADY <= 1'b0;
        BVALID <=1'b0;
        ARREADY <= 1'b0;
        RVALID <= 1'b0;
        s0_cs <= 1'b0;
        s0_we <= 1'b0;
        BID <= 'b0;
        BRESP <= 'b0;
        BUSER <= 'b0;
        BVALID <= 'b0;
        RID <= 1'b0;
        RVALID <= 1'b0;
        RLAST <= 1'b0;
        counter <= 'b0;
        resp <= OKAY;
    end else begin
        case (state_current)
            IDLE : begin
                    s0_cs <= 1'b0;
                    BVALID <= 1'b0;
                    RVALID <= 1'b0;
                    RLAST <= 1'b0;
                    counter <= 'b0;
                    if(AWVALID) begin
                        if((AWADDR >= START_ADDR) && (AWADDR + AWLEN*AWSIZE < ADDR_RANGE)) begin
                            AxID <= AWID;
                            AxADDR <= AWADDR;
                            AxLEN <= AWLEN;
                            AxSIZE <= AWSIZE;
                            AxBURST <= AWBURST;
                            AWREADY <= 1'b1;
                        end else
                            resp <= SLVERR;
                        end
                    else if(ARVALID) begin
                            if((ARADDR >= START_ADDR) && (ARADDR + ARLEN*ARSIZE < ADDR_RANGE)) begin
                                AxID <= ARID;
                                AxADDR <= ARADDR;
                                AxLEN <= ARLEN;
                                AxSIZE <= ARSIZE;
                                AxBURST <= ARBURST;
                                ARREADY <= 1'b1;
                            end else
                                resp <= SLVERR;
                        end
                end
            W_DATA : begin
                        AWREADY <= 1'b0;
                        WREADY <= 1'b0;
                        if(WVALID) begin
                            s0_cs <= 1'b1;
                            s0_we <= 1'b1;
                            s0_ADDR <= AxADDR;
                            s0_din <= WDATA;
                            WREADY <= 1'b1;
                            counter <= counter + 1;
                            case(AxBURST)
                                FIXED : AxADDR <= AxADDR;
                                INCR : AxADDR <= AxADDR + 2**AxSIZE;
                                WRAP : AxADDR <= AxADDR + 2**AxSIZE;  
                                default : ; 
                            endcase
                        end 
                    end
            W_DATA_LAST : begin
                            WREADY <= 1'b0;
                            s0_cs <= 1'b0;
                            s0_we <= 1'b0;
                            counter <= 'b0;
                            BID <= AxID;
                            BRESP <= resp;
                            BUSER <= 'b0;
                            BVALID <= 1'b1;
                        end
            default : begin
                        ARREADY <= 1'b0;
                        RID <= AxID;
                        s0_cs <= 1'b1;
                        s0_we <= 1'b0;
                        s0_ADDR <= AxADDR;
                        RDATA <=  s0_dout;
                        RRESP <= resp;
                        RUSER <= 'b0;
                        RVALID <= 1'b1;
                        case(AxBURST)
                            FIXED : AxADDR <= AxADDR;
                            INCR : AxADDR <= AxADDR + 2**AxSIZE;
                            WRAP : AxADDR <= AxADDR + 2**AxSIZE;  
                            default : ; 
                        endcase
                        counter <= counter + 1;
                    end
        endcase
    end
end
sram #(
    .MEMSIZE(100),  
    .WORDSIZE(BEAT_WIDTH)  
)
s0(
    .clk(ACLK),
    .cs(s0_cs),
    .we(s0_we),
    .rstn(ARESETn),
    .io_addr(s0_ADDR),
    .io_din(s0_din),
    .io_dout(s0_dout)
);
	initial begin
		$dumpfile("axi_sram_test.vcd");
		$dumpvars(0,axi_sram);
	end
endmodule
module sram (
    clk,
    cs,
    we,
    rstn,
    io_addr,
    io_din,
    io_dout
);
parameter MEMSIZE = 8;
parameter WORDSIZE= 32;
input wire clk,cs,we,rstn;
input wire [WORDSIZE - 1 : 0] io_din;
input wire [MEMSIZE - 1 : 0] io_addr;
output reg [WORDSIZE - 1 : 0] io_dout;
reg [WORDSIZE - 1 : 0] ram [MEMSIZE -1 : 0];
integer i ;
always @(posedge clk or negedge rstn) begin
    if(~rstn)
        for(i = 0 ; i< MEMSIZE ; i=i+1) begin
            ram[i] <= 'd0;
        end
    else if(cs) begin
            if(we) begin
                ram[io_addr] <= io_din;
                io_dout <= 'd0;
            end
            else
                io_dout <= ram[io_addr];
    end
end
endmodule
</file>
==> qor.log <==
INFO  run_status     run_status=finished clean
INFO  setup_path     startpoint_type=input pin
INFO  die            row_count=139
INFO  placed_design  port-buffer-count=131
INFO  sta            final.setup.worst_slack=7.661ns
INFO  setup_path     crit_path_cell_trace=clkdlybuf4s50_1, and2_1, fa_1, fa_1, ha_1, a21oi_2, a21oi_1, a311oi_2, o211ai_1, nor4_1, nand4_1, nor4_4, nor2_2, nor4_4, nor3_1
INFO  yosys          syn_inst=3470
INFO  setup_path     worstPathRequired=16.40ns
INFO  clock_network  holdBufCountCts=0
INFO  yosys          simple_gate_share=7.081%
INFO  sta            timing.final.crit_period=8.239ns
INFO  placed_design  routabilityCongestion=0.9102
INFO  route          met3WireLength=10220um
INFO  clock_network  ctsResizeCount=0
INFO  yosys          yosys.area_share.xor_xnor=0.4407%
INFO  sta            setup-violations-final=0
INFO  die            core_region_area=0.1442mm^2
INFO  grt            grt_pass1_wl=192300um
INFO  grt            gr-total-overflow=0
INFO  clock_network  tritoncts=yes
INFO  setup_path     reg2reg_depth=10
INFO  sta            final.setup.tns=0ns
INFO  yosys          syn-mean-instance-area=12.60um^2
INFO  grt            globalRouteTotalUtil=17.68%
INFO  setup_path     worst-endpoint-arrival=8.74ns
INFO  route          remaining_drc_errors=0
INFO  final_layout   area.growth.synth_to_final=16.41%
INFO  job            warning_count=70
INFO  final_layout   lay_top_count=sky130_fd_sc_hd__dfrtp_1
INFO  final_layout   multi_input_comb_area=0.01901mm^2
INFO  clock_network  clock-root-buffer=sky130_fd_sc_hd__clkbuf_16
INFO  clock_network  cts_buffers=100
INFO  route          drt-pass1-iter-count=17
INFO  yosys          yosysWarnings=2
INFO  yosys          yosys-stat-cells=3470
INFO  sta            min_period_over_period=51.82%
INFO  sta            slew_violations=0
INFO  route          vias_per_cell=5.316
INFO  power          ir_drop=86.11uV
INFO  power          power.total=0.004893W
INFO  yosys          synthArstFlopShare=93.88%
INFO  clock_network  clkLatencyLatePin=0.68ns
INFO  grt            largest_net_degree_at_the_start_of_global_routing=132
INFO  sta            slew_headroom=31.31%
INFO  final_layout   fin_util=35.30%
INFO  setup_path     rr_startpoint=s0_ADDR[0]
INFO  route          met2_length=55530um
INFO  die            die_height=383.7um
INFO  sta            worst_pin_slew=1.027ns
INFO  grt            antenna_found_initial=5
INFO  setup_path     worstSetupEndpoint=AxADDR[31]
INFO  route          dr.max_layer_used=met5
INFO  clock_network  cts-htree-levels=3
INFO  yosys          synth-main-ff-cell=sky130_fd_sc_hd__dfrtp_1
INFO  final_layout   fillers=13760
INFO  yosys          aoi_share=11.71%
INFO  yosys          count_of_library_flops_with_an_enable_pin=57
INFO  yosys          synthesis.area=0.04372mm^2
INFO  setup_path     r2r_setup_slack=11.45ns
INFO  route          vias=29790
INFO  setup_path     worstSetupStartpoint=ARSIZE[2]
INFO  final_layout   final-seq-area=0.02361mm^2
INFO  yosys          mux_share=21.79%
INFO  job            timing.max_cap.violations=0
INFO  final_layout   layout_top_cells=874 x sky130_fd_sc_hd__dfrtp_1, 815 x sky130_fd_sc_hd__mux2_2, 268 x sky130_fd_sc_hd__a22oi_1, 171 x sky130_fd_sc_hd__nor2_1, 149 x sky130_fd_sc_hd__buf_4
INFO  route          post_drt_wl_per_cell=22.26um
INFO  yosys          synth.comb.largest_family=multiplexers
INFO  die            fp-utilization=30.32%
INFO  setup_path     crit-reg2reg-capture=s0.io_dout[3]
INFO  sta            max_clock_freq=121.4MHz
INFO  yosys          synth.ff_latch_count=932
INFO  yosys          ys_types=79
INFO  sta            rsz0062_at_grt=no
INFO  clock_network  cts_setup_buffers=0
INFO  yosys          seq_area_frac_synth=54.00%
INFO  clock_network  clockBufferDepth=3
INFO  die            floorplan.io_pins=181
INFO  route          drt_wl_total=124700um
INFO  power          p_per_area=96.14mW/mm^2
INFO  setup_path     path_buffers=1
INFO  setup_path     crit_path_max_incr_delay=0.78ns
INFO  clock_network  cts.reportedPaths.clkPinSlew=0.06ns
INFO  grt            via_count_of_the_first_global_routing_pass=30790
INFO  placed_design  detailedPlace.worstSlack=6.966ns
INFO  route          drt-initial-drc-count=2133
INFO  die            die_width=383.7um
INFO  worst_hold_path worst_min_delay_path_category=flip-flop to flip-flop
INFO  yosys          yosys.stat.chipArea=0.04372mm^2
INFO  setup_path     cp_num_cells=15
INFO  setup_path     critPathCaptureType=flip-flop
INFO  yosys          ys_sh_adder=2.301%
INFO  setup_path     critPathKind=input pin to flip-flop
INFO  setup_path     timing.critical_path.slowest_stage_cell=sky130_fd_sc_hd__nor4_4
INFO  final_layout   ratio_of_cells_with_drive_above_1_in_the_final_layout=31.39%
INFO  sta            timing.clock.skew=0.02740ns
INFO  setup_path     critical_path.max_fanout=13
INFO  sta            hold_viol=0
INFO  route          antenna_violating_nets_post_route=0
INFO  power          total_leakage_power=22.86nW
INFO  placed_design  dpl.hpwl=78530um
INFO  route          wl_met1=54560um
INFO  die            die_area=0.1473mm^2
INFO  clock_network  tritoncts_num_sinks=932
INFO  setup_path     cpLargestDelayFamily=simple AND/OR/NAND/NOR gates
where the power goes:
group / leakage, nW / internal, W / switching (W) / total (W)
Clock: 1.60 / 0.00129 / 0.000978 / 0.00227
Combinational: 8.51 / 0.0000779 / 0.000143 / 0.000221
Sequential: 12.7 / 0.00240 / 0.00000239 / 0.00240
layout make-up:
type,count,share of cell area (%)
flip-flops and latches,932,46.39
clock inverters,47,0.7646
well taps,1903,4.679
clock buffers,141,5.556
diodes,1,0.004917
inverters,48,0.3540
repair buffers,283,4.893
multi-input cells,2248,37.36
sequential cells by signal (all words and copies together) (netlist names), 2 cells and up:
signal,count
s0_ADDR,32
AxADDR,32
s0_din,8
AxID,3
RID,3
s0.ram,800
AxSIZE,3
counter,8
state_current,4
BID,3
s0.io_dout,8
AxBURST,2
AxLEN,8
RDATA,8
metrics by stage:
step	instances	area (um^2)	hold slack [ns]
5_1_grt	5602	50890	0.4205
3_3_place_gp	5414	47670	0.4029
2_1_floorplan	3476	43740	0.4003
4_1_cts	5602	50890	0.4175
6_report	5603	50890	0.4151
3_5_place_dp	5414	47670	0.4045
cells by family after synthesis:
kind of cell	after synthesis
AND-OR/OR-AND	703
XOR/XNOR	22
adder cells (fa/ha/maj)	63
buffers and inverters	296
flip-flops	932
multiplexers	850
other	1
AND/OR/NAND/NOR	603
metal layers:
metal	vias to the layer above	global-route usage, %
met1	15310	25.26
met5	-	0
met2	915	25.99
li1	13310	-
met4	4	5.378
met3	256	6.033
Yosys cell counts, drive strengths merged (46+ instances only):
library cell,instances,share of area [%]
dfrtp,874,50
inv,48,0.41
mux2,815,21
nor2,173,1.5
a22o,71,1.4
o21ai,84,0.96
and2,46,0.66
clkbuf,200,1.7
nand2,112,0.96
a221oi,68,1.4
buf,48,0.53
nand4,73,1.0
edfxtp,57,3.9
a31oi,58,0.83
a22oi,268,4.6
a21oi,59,0.68
worst min path at each step:
stage	from	end	slack [ns]	cells after the start
CTS	s0.io_dout[0]	RDATA[0]	0.42	0
global route	s0.io_dout[0]	RDATA[0]	0.42	0
finish	s0.io_dout[0]	RDATA[0]	0.42	0
Power is estimated from default activity; no workload was simulated.
