===== flow/run.sh =====
#!/bin/bash
# OpenROAD 26Q1-2900-gdf79404cd8, Yosys 0.63+post, stock flow scripts
make -C /OpenROAD-flow-scripts/flow DESIGN_CONFIG=/design/flow/config.mk WORK_HOME=/design/flow/orfs finish

===== flow/config.mk =====
export PLATFORM = sky130hd
export DESIGN_NAME = StreamUnit
export DESIGN_NICKNAME = StreamUnit
export VERILOG_FILES = /design/flow/design.v
export SDC_FILE = /design/flow/constraint.sdc
export NUM_CORES = 4
export LEC_CHECK = 1
export CORE_UTILIZATION = 50
export SYNTH_HDL_FRONTEND = slang
export SYNTH_MEMORY_MAX_BITS = 65536

===== flow/constraint.sdc =====
current_design StreamUnit

set clk_period 5.2
set clk_io_pct 0.2

create_clock -name clk0 -period $clk_period [get_ports {clk}]

set non_clock_inputs [all_inputs -no_clocks]
set_input_delay [expr $clk_period * $clk_io_pct] -clock clk0 $non_clock_inputs
set_output_delay [expr $clk_period * $clk_io_pct] -clock clk0 [all_outputs]

===== flow/design.v =====
`timescale 1ns/1ps 
module StreamUnit (
  input               io_memWrite_valid,
  input      [7:0]    io_memWrite_payload_address,
  input      [31:0]   io_memWrite_payload_data,
  input               io_cmdA_valid,
  output              io_cmdA_ready,
  input      [7:0]    io_cmdA_payload,
  input               io_cmdB_valid,
  output              io_cmdB_ready,
  input      [31:0]   io_cmdB_payload,
  output              io_rsp_valid,
  input               io_rsp_ready,
  output     [31:0]   io_rsp_payload,
  input               clk,
  input               reset
);
  reg        [31:0]   _zz_mem_port1;
  wire                memReadStream_valid;
  wire                memReadStream_ready;
  wire       [31:0]   memReadStream_payload;
  reg                 _zz_memReadStream_valid;
  wire                memReadStream_isFree;
  wire                _zz_io_cmdB_ready;
  wire                _zz_io_cmdB_ready_1;
  reg [31:0] mem [0:255];
  always @(posedge clk) begin
    if(io_memWrite_valid) begin
      mem[io_memWrite_payload_address] <= io_memWrite_payload_data;
    end
  end
  always @(posedge clk) begin
    if(io_cmdA_ready) begin
      _zz_mem_port1 <= mem[io_cmdA_payload];
    end
  end
  assign memReadStream_isFree = ((! memReadStream_valid) || memReadStream_ready);
  assign io_cmdA_ready = memReadStream_isFree;
  assign memReadStream_valid = _zz_memReadStream_valid;
  assign memReadStream_payload = _zz_mem_port1;
  assign _zz_io_cmdB_ready_1 = (_zz_io_cmdB_ready && io_rsp_ready);
  assign _zz_io_cmdB_ready = (memReadStream_valid && io_cmdB_valid);
  assign memReadStream_ready = _zz_io_cmdB_ready_1;
  assign io_cmdB_ready = _zz_io_cmdB_ready_1;
  assign io_rsp_valid = _zz_io_cmdB_ready;
  assign io_rsp_payload = (memReadStream_payload ^ io_cmdB_payload);
  always @(posedge clk or posedge reset) begin
    if(reset) begin
      _zz_memReadStream_valid <= 1'b0;
    end else begin
      if(memReadStream_ready) begin
        _zz_memReadStream_valid <= 1'b0;
      end
      if(io_cmdA_ready) begin
        _zz_memReadStream_valid <= io_cmdA_valid;
      end
    end
  end
  initial begin
    $dumpfile("StreamUnit_test.vcd");
    $dumpvars(0, StreamUnit);
  end
endmodule

==> flow_summary.ini <==
; physical design summary
[outcome]
status = finished with violations
violations = capacitance limit, slew limit

[timing]
slew_viol_final = 1
tightest_slew_ns = 1.49
period_used_share = 0.896
hold_viol_final = 0
max_freq_mhz = 215
finClkSkew_ns = 0.0781
layout_setup_ws_ns = 0.543
grt_setup_unrepaired = no
fin_crit_ns = 4.66
max_slew_margin = -0.00675
setup-violations-final = 0

[die]
pin_count = 121
die_height_um = 796
chipArea_um2 = 634000
placementRows = 291
core_area_um2 = 628000
fp-utilization = 0.502
die_w_um = 796

[placed_design]
dp_cells = 23608
place_congestion = 1.00
place_area_um2 = 338000
place_ws_ns = -0.432
io_buffers = 120
dpl.hpwl_um = 615000

[global_routing]
grt_usage = 0.353
grt_pass1_wl_um = 1350000
grt_pass1_vias = 169213
antenna_found_initial = 65
grt_max_degree = 116
overflow = 0

[pwr]
power.leakage_uw = 0.116
power_density_nw_per_um2 = 378
power_uw = 138000
ir_worst_vdd_uv = 359

[clock_tree]
cts_made_buffers = 821
ctsHtreeMaxLevel = 6
clockBufferDepth = 4
cts_tree = built
clk_pin_slew_worst_paths_ns = 0.06
clkSinkCount = 8225
cts_resized = 0
clock_latency_ns = 1.19
root_buffer = clkbuf_16

[job]
maxCapViolations = 1
warnings = 50

[finish]
instances_no_fill = 25138
post-route-util = 0.579
drive_gt1_frac = 0.259
syn_to_final_growth_pct = 15.3
design_area_um2 = 364000

[hold_path]
hp-class = in -> reg

[drt]
drt-initial-drc-count = 11850
routed_wl_um = 982000
postRouteAntennaNets = 0
first_pass_iters = 6
viasPerCell = 6.32
wire_per_inst_um = 39.0
via_count = 158836
drcViolationCount = 0

[worst_setup_path]
start_kind = input pin
crit_type = in -> reg
arrival_ns = 5.65
cp.required_ns = 6.20
crit_fanout = 17
cp-end-kind = register

[synthesis]
avgSynthCellArea_um2 = 21.4
synthArstFlopShare = 0.000122
ys_cells = 14717
yosysUniqueCellTypes = 71
syn_inst = 14717
synth-seq-cells = 8225
ys_warn_count = 0
ys_seq_frac = 0.783
yosys_area_um2 = 316000
ff_type = edfxtp_1
syn_area_um2 = 316000
edf_count = 8224
[through the flow]
step	hold WS, ns	setup TNS [ns]
after floorplan	0.769	0
after global placement	0.531	-1.10
after detailed placement	0.532	-1.09
after CTS	0.196	0
after global routing	0.257	0
final	0.260	0
[registers in the layout (all words and copies together), names as in the netlist]
name	flops
_zz_mem_port1	32
mem	8192
_zz_memReadStream_valid	1
[worst max-delay path: stages]
cell and delay, ns:
buf_2 0.68, buf_4 0.27, nand4bb_4 0.31, nor3_1 0.13, or4_1 0.66, nor4_1 0.96
nand4_1 0.80, buf_4 0.41, nor4_1 0.28
[cell families after synthesis]
logic type	synth area share
flip-flops	0.783
XOR/XNOR	0.000888
multiplexers	0.145
AND-OR/OR-AND	0.0348
buffers and inverters	0.0168
AND/OR/NAND/NOR	0.0200
[cells in the final DEF, fill, tap and decap left out, types with 25 or more instances in the layout]
cell / instances
nand4_1: 78
edfxtp_1: 8224
o211ai_1: 97
mux4_2: 1467
a22oi_1: 250
a221oi_1: 130
clkbuf_1: 206
nor3_1: 217
nor2_4: 259
diode_2: 39
xor2_1: 32
o21ai_0: 122
a21oi_1: 200
mux2_2: 26
a22o_1: 50
clkdlybuf4s50_1: 79
bufinv_16: 47
nor2_1: 210
clkinv_1: 191
o221ai_1: 172
nor4_1: 183
buf_8: 35
a2111oi_0: 25
clkbuf_16: 829
a211oi_1: 32
buf_12: 290
nand2_1: 106
mux2i_1: 1239
buf_4: 1029
o22ai_1: 334
nand3_1: 35
clkinv_2: 141
[layer usage]
layer / GRT usage / routed length (µm) / vias up
li1: - / - / 65375
met1: 0.417 / 277000 / 80480
met2: 0.478 / 443000 / 10939
met3: 0.286 / 189000 / 1974
met4: 0.169 / 68200 / 68
met5: 0.0489 / 4390 / -
[cell type report]
cell class                 count  area [µm²]
antenna                       39        97.6
clock buffer                1039       21600
clock inverter               450        3940
fill                       44837      265000
inverter                       4        30.0
multi-input combinational   5591       65900
sequential                  8225      247000
tap                         8350       10400
timing repair buffer        1440       14900
[synthesized netlist by cell type (all sizes together) (4+ instances only)]
cell     number  area (µm²)
buf         527        3880
a211oi       32         240
a22o         50         438
o221ai      172        1510
nand4        78         488
a22oi       250        1880
or3          22         138
a32o          7        70.1
a2111oi      51         453
a221oi      141        1230
nor2        471        1770
o22a          6        52.6
or2          23         144
xor2         32         280
a41oi         6        52.6
o22ai       334        2090
nand3        51         255
a32oi         4        35.0
nand2b       29         181
and4b         4        40.0
clkbuf      370        1390
and2          7        43.8
nor2b        14        87.6
nor3        237        1220
mux4       1467       33000
nand4b        4        35.0
edfxtp     8224      247000
o32ai        27         236
inv           4        15.0
o2111ai       5        43.8
a211o        17         149
o21ai       137         686
nor3b         7        52.6
mux2         26         293
mux2i      1239       12400
o211ai       97         728
nor4        193        1230
and3          7        43.8
a21oi       201        1010
nand2       114         428
[repair_timing]
action | in CTS | in global routing
hold buffers | 1 | 0
buffers inserted | 0 | 0
endpoints found under the hold margin | 1 | 0
[worst paths after layout]
kind                                                   start                 endpoint  slack, ns  cells after the start
worst max-delay path                      io_cmdA_payload[7]        _zz_mem_port1[26]       0.54                      9
worst min-delay path            io_memWrite_payload_data[30]             mem[165][30]       0.26                      1
worst max register to register                  mem[114][26]        _zz_mem_port1[26]       1.30                      7
worst min register to register       _zz_memReadStream_valid  _zz_memReadStream_valid       0.54                      2
max in group asynchronous                              reset  _zz_memReadStream_valid       4.57                      3
min in group asynchronous                              reset  _zz_memReadStream_valid       0.54                      3
[where the power goes]
group | internal (µW) | switching, µW | total (µW)
clock | 31700 | 25000 | 56700
combinational | 2500 | 5070 | 7570
sequential | 73100 | 170 | 73300
Power and IR drop assume default switching activity.
