### flow/run.sh
#!/bin/bash
# OpenROAD 26Q1-2900-gdf79404cd8, Yosys 0.63+post, stock flow scripts
make -C /OpenROAD-flow-scripts/flow DESIGN_CONFIG=/design/flow/config.mk WORK_HOME=/design/flow/orfs finish
### flow/config.mk
export PLATFORM = sky130hd
export DESIGN_NAME = PixelSolver
export DESIGN_NICKNAME = PixelSolver
export VERILOG_FILES = /design/flow/design.v
export SDC_FILE = /design/flow/constraint.sdc
export NUM_CORES = 4
export LEC_CHECK = 1
export CORE_UTILIZATION = 40
export SYNTH_HDL_FRONTEND = slang
### flow/constraint.sdc
current_design PixelSolver

set clk_period 12.6
set clk_io_pct 0.2

create_clock -name clk0 -period $clk_period [get_ports {clk}]

set non_clock_inputs [all_inputs -no_clocks]
set_input_delay [expr $clk_period * $clk_io_pct] -clock clk0 $non_clock_inputs
set_output_delay [expr $clk_period * $clk_io_pct] -clock clk0 [all_outputs]
### flow/design.v
`timescale 1ns/1ps 
module PixelSolver (
  input               io_cmd_valid,
  output              io_cmd_ready,
  input      [27:0]   io_cmd_payload_x,
  input      [27:0]   io_cmd_payload_y,
  output              io_rsp_valid,
  input               io_rsp_ready,
  output     [5:0]    io_rsp_payload_iteration,
  input               clk,
  input               reset
);
  wire       [2:0]    _zz_Inserter_taskId_valueNext;
  wire       [0:0]    _zz_Inserter_taskId_valueNext_1;
  wire       [35:0]   _zz_Mulstage_output_payload_xx;
  wire       [55:0]   _zz_Mulstage_output_payload_xx_1;
  wire       [35:0]   _zz_Mulstage_output_payload_yy;
  wire       [55:0]   _zz_Mulstage_output_payload_yy_1;
  wire       [35:0]   _zz_Mulstage_output_payload_xy;
  wire       [55:0]   _zz_Mulstage_output_payload_xy_1;
  wire       [27:0]   _zz_AddStage_output_payload_x;
  wire       [28:0]   _zz_AddStage_output_payload_y;
  wire       [28:0]   _zz_AddStage_output_payload_y_1;
  wire       [28:0]   _zz_AddStage_output_payload_y_2;
  wire       [27:0]   _zz_AddStage_output_payload_done;
  wire       [27:0]   _zz_AddStage_output_payload_done_1;
  wire       [5:0]    _zz_AddStage_output_payload_iteration;
  wire       [0:0]    _zz_AddStage_output_payload_iteration_1;
  wire       [2:0]    _zz_Rounter_taskId_valueNext;
  wire       [0:0]    _zz_Rounter_taskId_valueNext_1;
  wire       [2:0]    Inserter_cmdContext_id;
  wire       [27:0]   Inserter_cmdContext_x0;
  wire       [27:0]   Inserter_cmdContext_y0;
  wire       [5:0]    Inserter_cmdContext_iteration;
  wire                Inserter_cmdContext_done;
  wire       [27:0]   Inserter_cmdContext_x;
  wire       [27:0]   Inserter_cmdContext_y;
  wire                Inserter_loopBack_valid;
  wire       [2:0]    Inserter_loopBack_payload_id;
  wire       [27:0]   Inserter_loopBack_payload_x0;
  wire       [27:0]   Inserter_loopBack_payload_y0;
  wire       [5:0]    Inserter_loopBack_payload_iteration;
  wire                Inserter_loopBack_payload_done;
  wire       [27:0]   Inserter_loopBack_payload_x;
  wire       [27:0]   Inserter_loopBack_payload_y;
  wire                Inserter_output_valid;
  reg        [2:0]    Inserter_output_payload_id;
  reg        [27:0]   Inserter_output_payload_x0;
  reg        [27:0]   Inserter_output_payload_y0;
  reg        [5:0]    Inserter_output_payload_iteration;
  reg                 Inserter_output_payload_done;
  reg        [27:0]   Inserter_output_payload_x;
  reg        [27:0]   Inserter_output_payload_y;
  wire                io_cmd_fire;
  reg                 Inserter_taskId_willIncrement;
  wire                Inserter_taskId_willClear;
  reg        [2:0]    Inserter_taskId_valueNext;
  reg        [2:0]    Inserter_taskId_value;
  wire                Inserter_taskId_willOverflowIfInc;
  wire                Inserter_taskId_willOverflow;
  reg                 Mulstage_input_valid;
  reg        [2:0]    Mulstage_input_payload_id;
  reg        [27:0]   Mulstage_input_payload_x0;
  reg        [27:0]   Mulstage_input_payload_y0;
  reg        [5:0]    Mulstage_input_payload_iteration;
  reg                 Mulstage_input_payload_done;
  reg        [27:0]   Mulstage_input_payload_x;
  reg        [27:0]   Mulstage_input_payload_y;
  wire                Mulstage_output_valid;
  wire       [2:0]    Mulstage_output_payload_id;
  wire       [27:0]   Mulstage_output_payload_x0;
  wire       [27:0]   Mulstage_output_payload_y0;
  wire       [5:0]    Mulstage_output_payload_iteration;
  wire                Mulstage_output_payload_done;
  wire       [27:0]   Mulstage_output_payload_xx;
  wire       [27:0]   Mulstage_output_payload_yy;
  wire       [27:0]   Mulstage_output_payload_xy;
  reg                 AddStage_input_valid;
  reg        [2:0]    AddStage_input_payload_id;
  reg        [27:0]   AddStage_input_payload_x0;
  reg        [27:0]   AddStage_input_payload_y0;
  reg        [5:0]    AddStage_input_payload_iteration;
  reg                 AddStage_input_payload_done;
  reg        [27:0]   AddStage_input_payload_xx;
  reg        [27:0]   AddStage_input_payload_yy;
  reg        [27:0]   AddStage_input_payload_xy;
  wire                AddStage_output_valid;
  wire       [2:0]    AddStage_output_payload_id;
  wire       [27:0]   AddStage_output_payload_x0;
  wire       [27:0]   AddStage_output_payload_y0;
  reg        [5:0]    AddStage_output_payload_iteration;
  reg                 AddStage_output_payload_done;
  wire       [27:0]   AddStage_output_payload_x;
  wire       [27:0]   AddStage_output_payload_y;
  reg                 Rounter_input_valid;
  reg        [2:0]    Rounter_input_payload_id;
  reg        [27:0]   Rounter_input_payload_x0;
  reg        [27:0]   Rounter_input_payload_y0;
  reg        [5:0]    Rounter_input_payload_iteration;
  reg                 Rounter_input_payload_done;
  reg        [27:0]   Rounter_input_payload_x;
  reg        [27:0]   Rounter_input_payload_y;
  wire                io_rsp_fire;
  reg                 Rounter_taskId_willIncrement;
  wire                Rounter_taskId_willClear;
  reg        [2:0]    Rounter_taskId_valueNext;
  reg        [2:0]    Rounter_taskId_value;
  wire                Rounter_taskId_willOverflowIfInc;
  wire                Rounter_taskId_willOverflow;
  assign _zz_Inserter_taskId_valueNext_1 = Inserter_taskId_willIncrement;
  assign _zz_Inserter_taskId_valueNext = {2'd0, _zz_Inserter_taskId_valueNext_1};
  assign _zz_Mulstage_output_payload_xx = (_zz_Mulstage_output_payload_xx_1 >>> 20);
  assign _zz_Mulstage_output_payload_xx_1 = ($signed(Mulstage_input_payload_x) * $signed(Mulstage_input_payload_x));
  assign _zz_Mulstage_output_payload_yy = (_zz_Mulstage_output_payload_yy_1 >>> 20);
  assign _zz_Mulstage_output_payload_yy_1 = ($signed(Mulstage_input_payload_y) * $signed(Mulstage_input_payload_y));
  assign _zz_Mulstage_output_payload_xy = (_zz_Mulstage_output_payload_xy_1 >>> 20);
  assign _zz_Mulstage_output_payload_xy_1 = ($signed(Mulstage_input_payload_x) * $signed(Mulstage_input_payload_y));
  assign _zz_AddStage_output_payload_x = ($signed(AddStage_input_payload_xx) - $signed(AddStage_input_payload_yy));
  assign _zz_AddStage_output_payload_y = ($signed(_zz_AddStage_output_payload_y_1) + $signed(_zz_AddStage_output_payload_y_2));
  assign _zz_AddStage_output_payload_y_1 = ({1'd0,AddStage_input_payload_xy} <<< 1);
  assign _zz_AddStage_output_payload_y_2 = {{1{AddStage_input_payload_y0[27]}}, AddStage_input_payload_y0};
  assign _zz_AddStage_output_payload_done = 28'h0400000;
  assign _zz_AddStage_output_payload_done_1 = ($signed(AddStage_input_payload_xx) + $signed(AddStage_input_payload_yy));
  assign _zz_AddStage_output_payload_iteration_1 = (! AddStage_output_payload_done);
  assign _zz_AddStage_output_payload_iteration = {5'd0, _zz_AddStage_output_payload_iteration_1};
  assign _zz_Rounter_taskId_valueNext_1 = Rounter_taskId_willIncrement;
  assign _zz_Rounter_taskId_valueNext = {2'd0, _zz_Rounter_taskId_valueNext_1};
  assign io_cmd_fire = (io_cmd_valid && io_cmd_ready);
  always @(*) begin
    Inserter_taskId_willIncrement = 1'b0;
    if(io_cmd_fire) begin
      Inserter_taskId_willIncrement = 1'b1;
    end
  end
  assign Inserter_taskId_willClear = 1'b0;
  assign Inserter_taskId_willOverflowIfInc = (Inserter_taskId_value == 3'b111);
  assign Inserter_taskId_willOverflow = (Inserter_taskId_willOverflowIfInc && Inserter_taskId_willIncrement);
  always @(*) begin
    Inserter_taskId_valueNext = (Inserter_taskId_value + _zz_Inserter_taskId_valueNext);
    if(Inserter_taskId_willClear) begin
      Inserter_taskId_valueNext = 3'b000;
    end
  end
  assign Inserter_cmdContext_id = Inserter_taskId_value;
  assign Inserter_cmdContext_x0 = io_cmd_payload_x;
  assign Inserter_cmdContext_y0 = io_cmd_payload_y;
  assign Inserter_cmdContext_x = 28'h0;
  assign Inserter_cmdContext_y = 28'h0;
  assign Inserter_cmdContext_iteration = 6'h0;
  assign Inserter_cmdContext_done = 1'b0;
  assign Inserter_output_valid = (io_cmd_valid || Inserter_loopBack_valid);
  always @(*) begin
    if(Inserter_loopBack_valid) begin
      Inserter_output_payload_id = Inserter_loopBack_payload_id;
    end else begin
      Inserter_output_payload_id = Inserter_cmdContext_id;
    end
  end
  always @(*) begin
    if(Inserter_loopBack_valid) begin
      Inserter_output_payload_x0 = Inserter_loopBack_payload_x0;
    end else begin
      Inserter_output_payload_x0 = Inserter_cmdContext_x0;
    end
  end
  always @(*) begin
    if(Inserter_loopBack_valid) begin
      Inserter_output_payload_y0 = Inserter_loopBack_payload_y0;
    end else begin
      Inserter_output_payload_y0 = Inserter_cmdContext_y0;
    end
  end
  always @(*) begin
    if(Inserter_loopBack_valid) begin
      Inserter_output_payload_iteration = Inserter_loopBack_payload_iteration;
    end else begin
      Inserter_output_payload_iteration = Inserter_cmdContext_iteration;
    end
  end
  always @(*) begin
    if(Inserter_loopBack_valid) begin
      Inserter_output_payload_done = Inserter_loopBack_payload_done;
    end else begin
      Inserter_output_payload_done = Inserter_cmdContext_done;
    end
  end
  always @(*) begin
    if(Inserter_loopBack_valid) begin
      Inserter_output_payload_x = Inserter_loopBack_payload_x;
    end else begin
      Inserter_output_payload_x = Inserter_cmdContext_x;
    end
  end
  always @(*) begin
    if(Inserter_loopBack_valid) begin
      Inserter_output_payload_y = Inserter_loopBack_payload_y;
    end else begin
      Inserter_output_payload_y = Inserter_cmdContext_y;
    end
  end
  assign io_cmd_ready = (! Inserter_loopBack_valid);
  assign Mulstage_output_valid = Mulstage_input_valid;
  assign Mulstage_output_payload_id = Mulstage_input_payload_id;
  assign Mulstage_output_payload_x0 = Mulstage_input_payload_x0;
  assign Mulstage_output_payload_y0 = Mulstage_input_payload_y0;
  assign Mulstage_output_payload_iteration = Mulstage_input_payload_iteration;
  assign Mulstage_output_payload_done = Mulstage_input_payload_done;
  assign Mulstage_output_payload_xx = _zz_Mulstage_output_payload_xx[27:0];
  assign Mulstage_output_payload_yy = _zz_Mulstage_output_payload_yy[27:0];
  assign Mulstage_output_payload_xy = _zz_Mulstage_output_payload_xy[27:0];
  assign AddStage_output_valid = AddStage_input_valid;
  assign AddStage_output_payload_id = AddStage_input_payload_id;
  assign AddStage_output_payload_x0 = AddStage_input_payload_x0;
  assign AddStage_output_payload_y0 = AddStage_input_payload_y0;
  always @(*) begin
    AddStage_output_payload_iteration = AddStage_input_payload_iteration;
    AddStage_output_payload_iteration = (AddStage_input_payload_iteration + _zz_AddStage_output_payload_iteration);
  end
  always @(*) begin
    AddStage_output_payload_done = AddStage_input_payload_done;
    AddStage_output_payload_done = ((AddStage_input_payload_done || ($signed(_zz_AddStage_output_payload_done) <= $signed(_zz_AddStage_output_payload_done_1))) || (AddStage_input_payload_iteration == 6'h3f));
  end
  assign AddStage_output_payload_x = ($signed(_zz_AddStage_output_payload_x) + $signed(AddStage_input_payload_x0));
  assign AddStage_output_payload_y = _zz_AddStage_output_payload_y[27:0];
  assign io_rsp_fire = (io_rsp_valid && io_rsp_ready);
  always @(*) begin
    Rounter_taskId_willIncrement = 1'b0;
    if(io_rsp_fire) begin
      Rounter_taskId_willIncrement = 1'b1;
    end
  end
  assign Rounter_taskId_willClear = 1'b0;
  assign Rounter_taskId_willOverflowIfInc = (Rounter_taskId_value == 3'b111);
  assign Rounter_taskId_willOverflow = (Rounter_taskId_willOverflowIfInc && Rounter_taskId_willIncrement);
  always @(*) begin
    Rounter_taskId_valueNext = (Rounter_taskId_value + _zz_Rounter_taskId_valueNext);
    if(Rounter_taskId_willClear) begin
      Rounter_taskId_valueNext = 3'b000;
    end
  end
  assign io_rsp_valid = ((Rounter_input_valid && Rounter_input_payload_done) && (Rounter_taskId_value == Rounter_input_payload_id));
  assign io_rsp_payload_iteration = Rounter_input_payload_iteration;
  assign Inserter_loopBack_valid = (Rounter_input_valid && ((! (Rounter_input_payload_done && (Rounter_taskId_value == Rounter_input_payload_id))) || (! io_rsp_ready)));
  assign Inserter_loopBack_payload_id = Rounter_input_payload_id;
  assign Inserter_loopBack_payload_x0 = Rounter_input_payload_x0;
  assign Inserter_loopBack_payload_y0 = Rounter_input_payload_y0;
  assign Inserter_loopBack_payload_iteration = Rounter_input_payload_iteration;
  assign Inserter_loopBack_payload_done = Rounter_input_payload_done;
  assign Inserter_loopBack_payload_x = Rounter_input_payload_x;
  assign Inserter_loopBack_payload_y = Rounter_input_payload_y;
  always @(posedge clk or posedge reset) begin
    if(reset) begin
      Inserter_taskId_value <= 3'b000;
      Mulstage_input_valid <= 1'b0;
      AddStage_input_valid <= 1'b0;
      Rounter_input_valid <= 1'b0;
      Rounter_taskId_value <= 3'b000;
    end else begin
      Inserter_taskId_value <= Inserter_taskId_valueNext;
      Mulstage_input_valid <= Inserter_output_valid;
      AddStage_input_valid <= Mulstage_output_valid;
      Rounter_input_valid <= AddStage_output_valid;
      Rounter_taskId_value <= Rounter_taskId_valueNext;
    end
  end
  always @(posedge clk) begin
    Mulstage_input_payload_id <= Inserter_output_payload_id;
    Mulstage_input_payload_x0 <= Inserter_output_payload_x0;
    Mulstage_input_payload_y0 <= Inserter_output_payload_y0;
    Mulstage_input_payload_iteration <= Inserter_output_payload_iteration;
    Mulstage_input_payload_done <= Inserter_output_payload_done;
    Mulstage_input_payload_x <= Inserter_output_payload_x;
    Mulstage_input_payload_y <= Inserter_output_payload_y;
    AddStage_input_payload_id <= Mulstage_output_payload_id;
    AddStage_input_payload_x0 <= Mulstage_output_payload_x0;
    AddStage_input_payload_y0 <= Mulstage_output_payload_y0;
    AddStage_input_payload_iteration <= Mulstage_output_payload_iteration;
    AddStage_input_payload_done <= Mulstage_output_payload_done;
    AddStage_input_payload_xx <= Mulstage_output_payload_xx;
    AddStage_input_payload_yy <= Mulstage_output_payload_yy;
    AddStage_input_payload_xy <= Mulstage_output_payload_xy;
    Rounter_input_payload_id <= AddStage_output_payload_id;
    Rounter_input_payload_x0 <= AddStage_output_payload_x0;
    Rounter_input_payload_y0 <= AddStage_output_payload_y0;
    Rounter_input_payload_iteration <= AddStage_output_payload_iteration;
    Rounter_input_payload_done <= AddStage_output_payload_done;
    Rounter_input_payload_x <= AddStage_output_payload_x;
    Rounter_input_payload_y <= AddStage_output_payload_y;
  end
  initial begin
    $dumpfile("PixelSolver_test.vcd");
    $dumpvars(0, PixelSolver);
  end
endmodule
==> results_slide.txt <==
Implementation Results

Place
  • HPWL after DPL: around 150000 microns
  • Final Wtd Congestion: 0.923
  • Placed inst area: 85500 sq um
  • Port Buf Inserts: 67

Worst setup path
  • WP data required: 13.11 ns
  • CP dominant cell by count: fa_1
  • Worst setup EP type: flip-flop
  • Worst reg2reg startpoint: Mulstage_input_payload_x[23]
  • Critical Path AT: 9.24 ns
  • CP Launch Point: Mulstage_input_payload_x[23]
  • FF-to-FF setup slack: slightly below 4 ns
  • Kind of start point of the critical path: flip-flop
  • Crit path to: AddStage_input_payload_xx[27]
  • Critical path class: flip-flop to flip-flop
  • Worst reg2reg path endpoint: AddStage_input_payload_xx[27]
  • Worst reg-to-reg path cell count: 25
  • Crit-path slowest cell: clkinv_1
  • CP max stage delay: 0.84 ns
  • CP Max Fanout: 21

Clock tree
  • CTS tree: done
  • CTS Sinks: 401
  • CTS resizes: 0
  • Late-Pin Clk Latency: ~0.65 ns
  • Root buf cell: clkbuf_16
  • H-tree depth: 2
  • Clk slew on worst S/H paths: 0.07 ns
  • Post CTS Setup Buffer Count: 0
  • Clock Tree Buf Depth: 3
  • CTS Buf Count: 43
  • Hold-fix buffers, CTS: 0

GRT
  • Overflow after GRT: 0
  • Largest net degree at the start of global routing: 70
  • Number of global-route vias before repair: ~59000
  • Antenna violations before repair: 2
  • Tot GR Track Use: 0.210
  • First-pass GRT wire length: 315000 microns

STA
  • Final Critical Period: about 8.7 ns
  • Worst hold margin: 0.262 ns
  • Max Slew Vio Count: 0
  • Final setup viols: 0
  • Fin. Hold Viols: 0
  • Clock skew: 0.0847 ns
  • TNS Setup: 0 ns
  • RSZ-0062 raised after global routing: false
  • F_max: 115 MHz
  • Worst Tran Pin Value: 1.16 ns
  • Period utilization: 0.693
  • Slew HR: 0.223

Synthesis
  • Main flop type: dfxtp_1
  • Synth warn: 0
  • Adder Area Share: 0.600
  • Mux share: 0.000488
  • Syn_area_per_cell: just under 10 sq um
  • Top non-seq family: adder cells
  • Syn Std Cell Area: 82000 sq um
  • Simple-Gate Fraction of Synth Area: 0.122
  • Yosys Chip Area: 82000 sq um
  • # Cells Yosys: 8412
  • Post-synth seq share: 0.0985
  • AO/OA Area Share: 0.0344
  • EDFF count, synth: 0
  • Ys async rst share: 0.0224
  • Flops out of synthesis: 401
  • Mapped Cells: 8412
  • Xor+xnor area frac: 0.0257
  • Library cells used by synthesis: 76

Cells and area
  • Post-route cell area: 87000 sq um
  • Area growth syn-to-layout: 6.15%
  • Layout cells sized above 1: 0.0291

Routing
  • Via count: 52000
  • Via density: 4.74
  • DRC viols: 0
  • DR pass1 iterations: 5
  • WL final: 189000 microns
  • Routed WL per cell: 17.2 microns
  • Antenna viol nets, final: 0
  • Initial detailed-routing violation count: around 1700

Die
  • Die height: about 450 microns
  • Core area: approximately 200000 sq um
  • IO Pins: 68
  • FP Util: 0.404
  • Site Rows: 165
  • Die area: 207000 sq um
  • DIE WIDTH: 455 microns

Run
  • Maxcap violations: 0
  • Log Warnings: 38

Worst hold path
  • Hold Path Class: flip-flop to flip-flop

Run status
  • Run status: finished clean
[flip-flops by register name, summed over array words and instances (netlist names), 6 cells and up]
| name | cells |
|---|---|
| Inserter_loopBack_payload_x | 28 |
| AddStage_input_payload_x0 | 28 |
| Mulstage_input_payload_x0 | 28 |
| Inserter_loopBack_payload_x0 | 28 |
| Mulstage_input_payload_y | 28 |
| Mulstage_input_payload_iteration | 6 |
| Mulstage_input_payload_y0 | 28 |
| AddStage_input_payload_yy | 28 |
| AddStage_input_payload_y0 | 28 |
| Inserter_loopBack_payload_y | 28 |
| Inserter_loopBack_payload_y0 | 27 |
| io_rsp_payload_iteration | 6 |
| AddStage_input_payload_xy | 27 |
| Mulstage_input_payload_x | 28 |
| AddStage_input_payload_xx | 28 |
| AddStage_input_payload_iteration | 6 |
[how the worst min path moves through the flow]
stage / startpoint / end / slack, ns / cells after the start
finish: Mulstage_input_payload_y0[13] / AddStage_input_payload_y0[13] / 0.26 / 0
global route: Mulstage_input_payload_y0[13] / AddStage_input_payload_y0[13] / 0.28 / 0
CTS: Mulstage_input_payload_y0[13] / AddStage_input_payload_y0[13] / 0.26 / 0
[final cells by class]
class                   count  area (sq um)
flip-flops and latches    401          8130
inverters                2259          8480
clock inverters            23           349
well taps                2672          3340
diodes                      2          5.00
repair buffers            155          1330
clock buffers              55          1210
fillers                 18900        116000
multi-input cells        5415         64200
[Yosys cell counts (all sizes together) (58+ instances only)]
master,number,area share
a21o,81,0.0074
a21oi,126,0.0077
and2,702,0.054
clkbuf,329,0.015
dfxtp,392,0.096
fa,2074,0.51
ha,610,0.093
inv,2256,0.10
nand2,980,0.045
nor2,160,0.0073
nor2b,67,0.0051
o21ai,68,0.0042
xnor2,183,0.020
xor2,58,0.0062
[worst max-delay path, delay by kind of cell, from the launching register on]
kind | cells | cell delay [ns]
adder cells (fa/ha/maj) | 9 | 4.13
AND/OR/NAND/NOR | 2 | 0.69
flip-flops | 1 | 0.31
XOR/XNOR | 1 | 0.07
AND-OR/OR-AND | 8 | 1.99
buffers and inverters | 5 | 1.41
[cells in the final DEF (no fill, tap or decap), types with 4 or more instances in the layout]
| cell | n |
|---|---|
| and4_1 | 5 |
| inv_1 | 2253 |
| and3_1 | 24 |
| buf_4 | 88 |
| nor3_1 | 22 |
| dfxtp_1 | 343 |
| a21oi_1 | 125 |
| o211ai_1 | 8 |
| clkbuf_16 | 43 |
| inv_8 | 4 |
| dfxtp_2 | 49 |
| xnor2_1 | 183 |
| a22o_1 | 5 |
| a21o_1 | 81 |
| and2_1 | 702 |
| o21a_1 | 22 |
| nand4_1 | 14 |
| bufinv_16 | 5 |
| or2_2 | 9 |
| o21bai_1 | 16 |
| ha_1 | 610 |
| nand2b_1 | 40 |
| mux2i_1 | 4 |
| a31oi_1 | 12 |
| fa_1 | 2074 |
| a31o_2 | 7 |
| nor2_1 | 159 |
| nor2b_1 | 67 |
| xor2_1 | 58 |
| o21ai_0 | 48 |
| nand2_1 | 980 |
| a211oi_1 | 17 |
| dfrtp_1 | 9 |
| nand3_1 | 33 |
| o21ai_1 | 20 |
| a211o_1 | 4 |
| clkinv_2 | 4 |
| clkdlybuf4s50_1 | 67 |
| clkbuf_8 | 9 |
[metal layers]
metal	GRT usage	vias up	wire length, microns
met1	0.282	26500	72700
met4	0.0492	0	5890
met2	0.335	1511	93600
met3	0.0787	206	16700
li1	-	23900	-
met5	0.000466	-	0
[per-stage QoR]
step,setup WS (ns),std cells,utilization
after CTS,3.86,11000,0.429
final,3.87,11000,0.429
after detailed placement,3.91,10900,0.421
after global routing,3.38,11000,0.429
after floorplan,4.95,8412,-
after global placement,3.96,10900,0.421
[cells by family after synthesis]
family,count (synthesis)
buf+inv,2596
flops,401
mux,4
xor+xnor,241
compound gates,419
simple gates,2064
fa+ha+maj,2687
